File: flow/constraint.sdc
current_design InstructionPointer

set clk_period 3.9
set clk_io_pct 0.2

create_clock -name clk0 -period $clk_period [get_ports {clk}]

set non_clock_inputs [all_inputs -no_clocks]
set_input_delay [expr $clk_period * $clk_io_pct] -clock clk0 $non_clock_inputs
set_output_delay [expr $clk_period * $clk_io_pct] -clock clk0 [all_outputs]
File: flow/run.sh
#!/bin/bash
# OpenROAD 26Q1-2900-gdf79404cd8, Yosys 0.63+post, stock flow scripts
make -C /OpenROAD-flow-scripts/flow DESIGN_CONFIG=/design/flow/config.mk WORK_HOME=/design/flow/orfs finish
File: flow/design.v
module InstructionPointer (
    input wire clk,
    input wire reset,
    input wire load_ip,                    
    output reg [15:0] instruction_pointer   
);
    initial begin
        instruction_pointer = 16'b0;
    end
    always @(posedge clk) begin
        if (reset) begin
            instruction_pointer <= 16'b0000_0000_0000_0000;
        end
        if (load_ip) begin
            instruction_pointer <= instruction_pointer + 1;  
        end
    end
endmodule
File: flow/config.mk
export PLATFORM = sky130hd
export DESIGN_NAME = InstructionPointer
export DESIGN_NICKNAME = InstructionPointer
export VERILOG_FILES = /design/flow/design.v
export SDC_FILE = /design/flow/constraint.sdc
export NUM_CORES = 4
export LEC_CHECK = 1
export CORE_AREA = 10 10 97 97
export DIE_AREA = 0 0 107 107
==> reports/results.tsv <==
stage	metric	value	unit
power_and_ir_drop	cell_internal_pwr	0.317	mW
job	openroad.warnings	25	
worst_setup_path	path_buffers	1	
worst_setup_path	end_kind	register	
power_and_ir_drop	power.leakage	0.458	nW
floorplan	fp_util	0.125	
layout	drive_gt1_frac	0.115	
timing	hold_viol	0	
timing	slew_headroom	0.667	
power_and_ir_drop	power_density	323	nW/um^2
logic_synthesis	ys_area	915	sq um
worst_setup_path	start_kind	primary input	
power_and_ir_drop	power_frac_seq	0.559	
route	wl_per_cell	10.4	um
route	drt-total-wl	2030	um
layout	regMostFlops	instruction_pointer	
floorplan	coreArea	7290	sq um
timing	slew_viol_final	0	
logic_synthesis	synthArstFlopShare	0	
job	cap_viol_max_count	0	
logic_synthesis	synth.most_common_cell	edfxtp_1	
worst_setup_path	critPathMaxFanout	19	
clock_tree	clock_path_buffers	2	
clock_tree	htreeDepth	1	
worst_setup_path	cp.required	3.80	ns
layout	largest_reg_flops	16	
power_and_ir_drop	power_switching	0.0909	mW
clock_tree	cts_tree	built	
clock_tree	root_buffer	clkbuf_8	
clock_tree	cts_hold_buf	0	
clock_tree	clk_pin_slew	0.06	ns
clock_tree	cts_buffers	3	
logic_synthesis	largest_area_cell	edfxtp_1	
placement	io_buffers	18	
layout	area_growth	37.8	%
route	dr.first_iter.drc_count	24	
timing	tns	0	ns
logic_synthesis	ys_ff	16	
worst_setup_path	crit_chain	clkdlybuf4s50_1 -> or2_2	
worst_setup_path	cpMaxStageDelayCell	clkdlybuf4s50_1	
route	antenna_cells	0	
logic_synthesis	area_leaders	edfxtp_1 (53%), and2_1 (8.2%), xor2_1 (6.7%)	
route	drt_pass1_iterations	5	
global_routing	groute.usage.overall	0.0367	
clock_tree	cts_resized	0	
worst_setup_path	worstSetupPathType	primary input to register	
power_and_ir_drop	clockPowerShare	0.294	
power_and_ir_drop	peakVddDrop	0.117	mV
layout	fin_util	0.173	
route	drc	0	
placement	gp_congestion	0.739	
power_and_ir_drop	netSwitchingFraction	0.223	
timing	fin_skew	0.00408	ns
global_routing	gr-total-overflow	0	
logic_synthesis	yosysUniqueCellTypes	24	
logic_synthesis	syn_inst	75	
route	drtAntennaViolNets	0	
global_routing	antenna_found_initial	0	
logic_synthesis	ys_warn_count	1	
power_and_ir_drop	comb_power_share	0.147	
timing	max_freq	0.476	GHz
logic_synthesis	ff_type	edfxtp_1	
timing	setup_violations	0	
layout	top_regs	instruction_pointer (16)	
layout	fillers	824	
global_routing	grt_pass1_wl	3380	um
worst_setup_path	max_stage_delay	0.78	ns
timing	worst_pin_slew	0.498	ns
worst_setup_path	crit_family	buffers and inverters	
timing	period_minus_slack	2.10	ns
logic_synthesis	top_area_frac	0.525	
global_routing	grt_pass1_vias	647	
floorplan	die_w	107	um
worst_setup_path	critical_path_arrival	2.00	ns
layout	ff_latch_area	480	sq um
global_routing	grt_max_degree	20	
logic_synthesis	common_cells	edfxtp_1 (16), and2_1 (12), xor2_1 (7)	
logic_synthesis	ys_seq_share	0.525	
route	via_count	595	
layout	combGateArea	415	sq um
logic_synthesis	avgSynthCellArea	12.2	sq um
hold_path	hold_path_class	register to register	
clock_tree	cts.sinks	16	
outcome	status	finished, final reports clean	
logic_synthesis	edf_count	16	
floorplan	rows	31	
clock_tree	postCtsSetupRepairBufs	0	
floorplan	ioPinCount	19	
floorplan	die_h	107	um
floorplan	die_area	11400	sq um
clock_tree	clkLatencyLatePin	0.24	ns
timing	rsz0062_at_grt	no	
timing	finalClockPeriodUsage	0.539	
logic_synthesis	ys_cells	75	
logic_synthesis	synth_area	915	sq um
route	viasPerCell	3.05	
-- area by class of cell --
cell class / count / share of cell area
clock buffers: 3 / 0.0328
clock inverters: 1 / 0.00298
inverters: 4 / 0.0119
multi-input cells: 54 / 0.330
flip-flops and latches: 16 / 0.381
well taps: 99 / 0.0983
repair buffers: 18 / 0.143
-- layer usage --
layer  part of all wire  wire, um  GRT usage  vias to the layer above
met1               0.53      1070     0.0545                      267
met4             0.0069        14    0.00484                        0
met5                  0         0          0                        -
met3              0.076       155     0.0146                        2
met2               0.39       792     0.0500                       18
li1                   -         -          -                      308
-- power by group through the flow --
stage         clock [mW]  combinational, mW  sequential (mW)
CTS                0.124             0.0629            0.228
global route       0.134             0.0679            0.231
finish             0.120             0.0598            0.228
-- cell families after synthesis --
logic type | after synthesis | synth area share
mux | 2 | 0.0219
fa+ha+maj | 1 | 0.0137
compound gates | 2 | 0.0137
xor+xnor | 11 | 0.105
buf+inv | 5 | 0.0205
simple gates | 38 | 0.300
flops | 16 | 0.525
-- per-stage QoR --
| stage | total power [mW] | setup WS [ns] | instances | hold slack [ns] | cell area [sq um] |
|---|---|---|---|---|---|
| finish | 0.407 | 1.80 | 195 | 0.662 | 1260 |
| global route | 0.433 | 1.70 | 195 | 0.728 | 1260 |
| CTS | 0.415 | 1.75 | 195 | 0.673 | 1260 |
| detailed placement | 0.294 | 1.49 | 191 | 0.662 | 1210 |
| global placement | 0.293 | 1.54 | 191 | 0.640 | 1210 |
| floorplan | 0.250 | 2.35 | 75 | 0.580 | 915 |
-- cells in the final DEF, fill, tap and decap left out, drive strengths merged, types with 2 or more instances in the layout --
cell,count
nand2,4
nand2b,2
and2,12
inv,4
nor3,2
nand4,2
nor4,3
xnor2,4
edfxtp,16
mux2i,2
clkbuf,3
xor2,7
nand3,6
nor2,2
clkdlybuf4s50,18
-- worst paths after layout --
path / endpoint / slack, ns / cells past startpoint / from
worst max register to register: instruction_pointer[14] / 2.12 / 5 / instruction_pointer[0]
worst min register to register: instruction_pointer[15] / 0.66 / 2 / instruction_pointer[15]
worst max-delay path: instruction_pointer[7] / 1.80 / 2 / load_ip
worst min-delay path: instruction_pointer[15] / 0.66 / 2 / instruction_pointer[15]
Power figures rest on the tool's default switching activity, not on a simulated workload.
