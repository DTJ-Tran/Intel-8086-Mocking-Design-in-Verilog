==> /design/flow/design.v <==
module AddressGenerationCircuit (
    input clk,
    input [15:0] segment,  
    input [15:0] offset,   
    output reg [19:0] physical_address  
);
    always @(*) begin
        physical_address = (segment << 4) + offset;  
    end
endmodule
==> /design/flow/run.sh <==
#!/bin/bash
# OpenROAD 26Q1-2900-gdf79404cd8, Yosys 0.63+post, stock flow scripts
make -C /OpenROAD-flow-scripts/flow DESIGN_CONFIG=/design/flow/config.mk WORK_HOME=/design/flow/orfs finish
==> /design/flow/config.mk <==
export PLATFORM = sky130hd
export DESIGN_NAME = AddressGenerationCircuit
export DESIGN_NICKNAME = AddressGenerationCircuit
export VERILOG_FILES = /design/flow/design.v
export SDC_FILE = /design/flow/constraint.sdc
export NUM_CORES = 4
export LEC_CHECK = 1
export CORE_AREA = 10 10 72 72
export DIE_AREA = 0 0 82 82
==> /design/flow/constraint.sdc <==
current_design AddressGenerationCircuit

set clk_period 12.2
set clk_io_pct 0.2

create_clock -name clk0 -period $clk_period

set non_clock_inputs [all_inputs -no_clocks]
set_input_delay [expr $clk_period * $clk_io_pct] -clock clk0 $non_clock_inputs
set_output_delay [expr $clk_period * $clk_io_pct] -clock clk0 [all_outputs]
==> notes.md <==
Notes from the flow run.

Synth:
- Summing the areas of all fa, ha and maj instances in the mapped netlist gives 20.7% of the synthesized area.
- Multiplexer cells account for 0% of the synthesized area.
- Yosys stat counts 108 cells in the synthesized netlist.
- The run puts the part of the Yosys area used for sequential elements at 0%.
- The run gives the count of warnings emitted by yosys as 1.
- The run puts the post-synthesis cell count at 108.
- The number of different library cells used by synthesis comes to 36.
- The run puts the synthesized-area fraction occupied by xor and xnor cells at 9.60%.
- Among the non-sequential cells, AND-OR/OR-AND gates take the most area.
- The run gives the post-synthesis simple-gate area fraction as 25.2%.
- According to the Yosys statistics, the synthesized design has a chip area of 821 µm².
- The run gives the share of synthesized cell area in and-or and or-and compound cells as 36.0%.
- Summing every instance area after synthesis gives 821 µm².
- Averaged over all synthesized cells, the footprint is 7.60 µm².

Floorplan:
- In this run the horizontal extent of the chip is 82 µm.
- Pin placement for this block handled 53 I/O pins.
- The run gives the area of the die as 6720 µm².
- The run gives the core utilization at floorplan as 22.3%.
- The run gives the height of the die as 82 µm.
- After floorplanning, the core was sized to cover 3690 µm².
- The run puts the placement row count at 22.

Cells and area:
- The run gives the most numerous logic cell after layout as clkdlybuf4s50_1.
- The run gives the final core utilization as 34.4%.
- The run puts the register area at 0 µm².
- There are 0 flip-flops and latches.
- The finished cells cover 1270 µm².
- Per the final layout report, the fraction of cells sized above drive strength 1 comes to 3.45%.
- From synthesis to final layout, the design area changed by 54.7%.
- Ranking logic cells in the layout by count gives the top entries clkdlybuf4s50_1, ha_1, a21oi_1.
- The run puts the count of clock buffers in the final design at 0.

GRT:
- The initial antenna violation count is 0.
- Per the GRT congestion report, total overflow comes to 0.
- The number of global-route vias before repair is 859.
- The run puts the pin count of the biggest net entering global routing at 11.
- The run puts the total routing resource utilization after global routing at 6.43%.
- The run puts the wire length of the first global-routing pass at 3680 µm.

Route:
- The run gives the post-detailed-routing wire length as 2270 µm.
- The routed design ends up with an antenna cell count of 0.
- The run gives the residual DRC count as 0.
- The run gives the detailed-route wire length per cell as 11.8 µm.
- In this run, the number of DRC markers left after iteration 0 of detailed routing was 54.
- The run puts the via count at 886.
- The run gives the post-detailed-route via-to-cell ratio as 4.59.
- According to the report, the first pass of detailed routing completed in 4 iterations.
- The run gives the residual antenna-violating net count after detailed routing as 0.

Clock tree:
- The run gives the count of instances resized after the clock tree is built as 0.
- The run gives the hold buffer count at CTS as 0.
- The number of setup buffers added after CTS is 0.

Power and ir drop:
- Registers are responsible for 0% of the overall power.
- The run gives the switching fraction of total power as 38.1%.
- In this run, the combinational gates consume 100.0% of the power.
- The run gives the total leakage power as 0.495 nW.
- The run puts the total power divided by cell area at 51.1 nW/µm².
- The run gives the clock network fraction of total power as 0%.
- Across the VDD grid, the largest voltage drop is 0.0149 mV.
- The run puts the switching power summed over all nets at 24.7 µW.
- The completed layout was analyzed and its total power is 64.9 µW.
- The run puts the internal power at 40.2 µW.

Final timing:
- The run puts the final number of max-transition violations at 0.
- The highest clock rate this design can be run at is 135 MHz.
- The run gives the count of endpoints failing setup in the final report as 0.
- The run puts the worst-case headroom to the max-slew limit at 70.4%.
- The run puts the post-route setup TNS at 0 ns.
- The run puts the ratio of final minimum period to clock period at 60.6%.
- Setup repair after global routing left no endpoint under its margin.
- Counting endpoints that fail hold in the final report gives 0.
- The run puts the transition time at the pin with the least slew margin at 0.442 ns.
- The worst path needs 7.39 ns of the cycle, external delays included.

Place:
- The run puts the HPWL reported at the end of detailed placement at 2030 µm.
- The run puts the cell area after placement at 1270 µm².
- The run gives the count of buffers from port buffering as 44.
- At the end of routability-driven placement, the weighted congestion stood at 0.751.

Worst hold path:
- The most critical min-delay path falls under primary input to output port.
- The run gives the startpoint of the worst hold path as offset[0].

Setup path:
- The run puts the required time of the critical path at 9.76 ns.
- The run puts the critical-path maximum fanout at 8.
- For reference, the critical path is captured by physical_address[14].
- The critical path starts at offset[4].
- The OpenROAD report gives the critical path a data arrival time of 4.95 ns.
- The setup path with the least slack is of type primary input to output port.
- STA classifies the critical path endpoint as an output port.
- The worst setup path is launched from a primary input.

Flow run:
- The run gives the number of max-cap violations as 0.
- The logs give a warning total of 33.

Run status:
- The run finished with clean final reports.
==> stage by stage <==
step	hold WS [ns]	worst slack [ns]	cells
floorplan	4.95	5.87	108
global placement	4.88	4.80	193
detailed placement	4.88	4.78	193
CTS	4.88	4.78	193
global route	4.88	4.65	193
finish	4.88	4.81	193
==> cell usage after synthesis, types with 4 or more instances <==
| library cell | count | area, µm² |
|---|---|---|
| nand2_1 | 7 | 26.3 |
| a21o_1 | 5 | 37.5 |
| buf_4 | 4 | 30.0 |
| nor2_1 | 6 | 22.5 |
| nand3_1 | 7 | 35.0 |
| a21oi_1 | 10 | 50.1 |
| ha_1 | 12 | 150 |
| inv_1 | 5 | 18.8 |
| xnor2_1 | 6 | 52.6 |
==> power groups by stage <==
stage	combinational [mW]	clock (mW)	sequential [mW]
final	0.0649	0	0
after global routing	0.0726	0	0
after CTS	0.0665	0	0
==> worst min-delay path by stage <==
stage | cells past startpoint | end | slack, ns
CTS | 0 | physical_address[0] | 4.88
global route | 0 | physical_address[0] | 4.88
finish | 0 | physical_address[0] | 4.88
==> routing by layer <==
layer / global-route usage [%] / up-vias / share of wire (%)
li1: - / 488 / -
met1: 9.13 / 374 / 47
met2: 9.72 / 24 / 42
met3: 2.31 / 0 / 11
met4: 0 / 0 / 0
met5: 0 / - / 0
==> cell type report <==
| type | instances | area, µm² |
|---|---|---|
| inverter | 5 | 18.8 |
| fill | 391 | 2420 |
| tap | 48 | 60.1 |
| multi-input combinational | 96 | 751 |
| timing repair buffer | 44 | 440 |
==> cells by family (layout without fill, tap and decap cells) <==
group	after synthesis	count (layout)
AOI/OAI and AO/OA	35	35
xor gates and xnor gates	9	9
adders and majority gates	13	13
buffers and inverters	12	49
and+or+nand+nor	39	39
==> worst max-delay path: stages <==
cell and delay, ns:
clkdlybuf4s50_1 0.40, ha_1 0.24, fa_1 0.41, a21o_1 0.24, a221oi_4 0.39, o21ai_0 0.18, xor2_1 0.15, clkdlybuf4s50_1 0.49
No activity file was given, so power comes from the tool's default toggle rates.
